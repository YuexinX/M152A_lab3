==> flow/design.v <==
`timescale 1ns / 1ps
module SetClk(
    sys_clk, rst,
    onehz_clk, twohz_clk, fast_clk, blink_clk
    );
input sys_clk;
input rst;
output wire onehz_clk;
reg onehz_clk_temp;
output wire twohz_clk;
reg twohz_clk_temp;
output wire fast_clk;
reg fast_clk_temp;
output wire blink_clk;
reg blink_clk_temp;
reg [31:0] onehz_count;
reg [31:0] twohz_count;
reg [31:0] fasthz_count;
reg [31:0] blinkhz_count;
    always @ (posedge sys_clk or posedge rst) begin
        if (rst == 1'b1) begin
            onehz_count <= 32'b0;
            onehz_clk_temp <= 1'b0;
        end
        else if (onehz_count == 32'd50000000 - 32'b1) begin
            onehz_count <= 32'b0;
            onehz_clk_temp <= ~onehz_clk;
        end
        else begin
            onehz_count <= onehz_count + 32'b1;
            onehz_clk_temp <= onehz_clk;
        end
    end
    always @ (posedge sys_clk or posedge rst) begin
        if (rst == 1'b1) begin
            twohz_count <= 32'b0;
            twohz_clk_temp <= 1'b0;
        end
        else if (twohz_count == 32'd25000000 - 32'b1) begin
            twohz_count <= 32'b0;
            twohz_clk_temp <= ~twohz_clk;
        end
        else begin
            twohz_count <= twohz_count + 32'b1;
            twohz_clk_temp <= twohz_clk;
        end
    end
    always @ (posedge sys_clk or posedge rst) begin
        if (rst == 1'b1) begin
            fasthz_count <= 32'b0;
            fast_clk_temp <= 1'b0;
        end
        else if (fasthz_count == 32'd125000 - 32'b1) begin
            fasthz_count <= 32'b0;
            fast_clk_temp <= ~fast_clk;
        end
        else begin
            fasthz_count <= fasthz_count + 32'b1;
            fast_clk_temp <= fast_clk;
        end
    end
    always @ (posedge sys_clk or posedge rst) begin
        if (rst == 1'b1) begin
            blinkhz_count <= 32'b0;
            blink_clk_temp <= 1'b0;
        end
        else if (blinkhz_count == 32'd12500000 - 32'b1) begin
            blinkhz_count <= 32'b0;
            blink_clk_temp <= ~blink_clk;
        end
        else begin
            blinkhz_count <= blinkhz_count + 32'b1;
            blink_clk_temp <= blink_clk;
        end
    end
	 assign onehz_clk = onehz_clk_temp;
	 assign twohz_clk = twohz_clk_temp;
	 assign fast_clk = fast_clk_temp;
	 assign blink_clk = blink_clk_temp;
endmodule
`timescale 1ns / 1ps
module chose_clk(
onehz_clk,
twohz_clk,
adj,
sel_clk
    );
input onehz_clk;
input twohz_clk;
input adj;
output sel_clk;
reg clk_temp;
always @ (*) begin
    if (adj)
        clk_temp = twohz_clk;
    else
        clk_temp = onehz_clk;
end
assign sel_clk = clk_temp;
endmodule
`timescale 1ns / 1ps
module counter(
onehz_clk,
twohz_clk,
rst,
pause,
adj,
sel,
seconds,
minutes 
    );
input onehz_clk;
input twohz_clk;
input adj;
input rst;
input sel;
input pause;
output [5:0] seconds;
output [5:0] minutes;
reg [5:0] minutes_temp = 5'b0;
reg [5:0] seconds_temp = 5'b0;
wire used_clk;
chose_clk choose(.onehz_clk(onehz_clk), .twohz_clk(twohz_clk), .adj(adj), .sel_clk(used_clk));
always @ (posedge used_clk or posedge rst) begin
    if (rst) begin
        minutes_temp <= 5'b0;
        seconds_temp <= 5'b0;
    end
    else begin
        if (!pause) begin
            minutes_temp <= minutes;
            seconds_temp <= seconds;
            if (adj) begin
                if (sel) begin
                    if (seconds_temp == 59) begin
                        seconds_temp <= 5'b0;
                    end
                    else begin
                        seconds_temp <= seconds_temp + 5'b1;
                    end
                end
                else begin
                    if (minutes_temp == 59) begin
                        minutes_temp <= 5'b0;
                    end
                    else begin
                        minutes_temp <= minutes_temp + 5'b1;
                    end
                end
            end
            else begin
                if (minutes_temp == 59 && seconds_temp == 59) begin
                    minutes_temp <= 5'b0;
                    seconds_temp <= 5'b0;
                end
                else if (seconds_temp == 59) begin
                    minutes_temp <= minutes_temp + 5'b1;
                    seconds_temp <= 5'b0;
                end
                else begin
                    seconds_temp <= seconds_temp + 5'b1;
                end
            end
        end
    end
end
	assign minutes = minutes_temp;
	assign seconds = seconds_temp;
endmodule
`timescale 1ns / 1ps
module digit_to_segment(
num,
segment
    );
    input [3:0] num;
    output [6:0] segment;
    reg [6:0] segment_temp;
    always @ (num) begin
        case (num) 
            0: segment_temp = 7'b1000000; 
            1: segment_temp = 7'b1111001; 
            2: segment_temp = 7'b0100100; 
            3: segment_temp = 7'b0110000; 
            4: segment_temp = 7'b0011001; 
            5: segment_temp = 7'b0010010; 
            6: segment_temp = 7'b0000010; 
            7: segment_temp = 7'b1111000; 
            8: segment_temp = 7'b0000000; 
            9: segment_temp = 7'b0010000; 
        endcase
    end
    assign segment = segment_temp;
endmodule
`timescale 1ns / 1ps
module seperate_digit(
left, middle_left, middle_right, right,
minute, second
    );
    input [5:0] minute;
    input [5:0] second;
    output [3:0] left;
    output [3:0] middle_left;
    output [3:0] middle_right;
    output [3:0] right;
    assign left = minute/10;
    assign middle_left = minute - (10*left);
    assign middle_right = second/10;
    assign right = second- 10*middle_right;
endmodule
`timescale 1ns / 1ps
module seven_segment(
seg, an,
display_clk, blink_clk, sel, adj, left, middle_left, middle_right, right);
    output [6:0] seg;
    output [3:0] an;
    input display_clk;
    input blink_clk;
    input sel;
    input adj;
    input [6:0] left;
    input [6:0] middle_left;
    input [6:0] middle_right;
    input [6:0] right;
    reg [1:0] cur_seg = 2'b0;
    reg [3:0] an_temp;
    reg [6:0] seg_temp;
    always @ (posedge display_clk) begin
        if (cur_seg == 0)begin
            cur_seg <= cur_seg+1;
            an_temp <= 4'b0111;
            if (adj && !sel)begin
                if (blink_clk)
                    seg_temp <= left;
                else
                    seg_temp <= 7'b1111111;
            end
            else
                seg_temp <= left;
        end
        else if (cur_seg == 1)begin
            cur_seg <= cur_seg+1;
            an_temp <= 4'b1011;
            if (adj && !sel)begin
                if (blink_clk)
                    seg_temp <= middle_left;
                else
                    seg_temp <= 7'b1111111;
            end
            else
                seg_temp <= middle_left;
        end
        else if (cur_seg == 2)begin
            cur_seg <= cur_seg+1;
            an_temp <= 4'b1101;
            if (adj && sel)begin
                if (blink_clk)
                    seg_temp <= middle_right;
                else
                    seg_temp <= 7'b1111111;
            end
            else
                seg_temp <= middle_right;
        end
        else if (cur_seg == 3)begin
            cur_seg <= 0;
            an_temp <= 4'b1110;
            if (adj && sel)begin
                if (blink_clk)
                    seg_temp <= right;
                else
                    seg_temp <= 7'b1111111;
            end
            else
                seg_temp <= right;
        end
    end  
    assign seg = seg_temp;
    assign an = an_temp;
endmodule
`timescale 1ns / 1ps
module stopWatch(
seg, an,
sel, adj, rst, pause, clk
    );
    input sel;
    input adj;
    input rst;
    input pause;
    input clk;
    output [6:0] seg;
    output [3:0] an;
    wire onehz_clk;
    wire tick_clk;
    wire blink_clk;
    wire display_clk;
    SetClk setClk(.sys_clk(clk), .rst(rst), .onehz_clk(onehz_clk), .twohz_clk(tick_clk), .blink_clk(blink_clk), .fast_clk(display_clk));
    wire [5:0] second;
    wire [5:0] minute;
    counter counter(.onehz_clk(onehz_clk), .twohz_clk(tick_clk), .rst(rst), .pause(pause), .adj(adj), .sel(sel), .seconds(second), .minutes(minute));
    wire [3:0] minute_10;
    wire [3:0] minute_1;
    wire [3:0] second_10;
    wire [3:0] second_1;
    seperate_digit digits(.minute(minute), .second(second), .left(minute_10), .middle_left(minute_1), .middle_right(second_10), .right(second_1));
    wire [6:0] left_num;
    wire [6:0] middle_left_num;
    wire [6:0] middle_right_num;
    wire [6:0] right_num;
    digit_to_segment tens_minute(.num(minute_10), .segment(left_num));
    digit_to_segment ones_minute(.num(minute_1), .segment(middle_left_num));
    digit_to_segment tens_second(.num(second_10), .segment(middle_right_num));
    digit_to_segment ones_second(.num(second_1), .segment(right_num));
    seven_segment display(.seg(seg), .an(an), .display_clk(display_clk), .blink_clk(blink_clk), .sel(sel), .adj(adj), .left(left_num), .middle_left(middle_left_num), .middle_right(middle_right_num), .right(right_num));
endmodule
==> flow/constraint.sdc <==
current_design stopWatch

set clk_period 4.2
set clk_io_pct 0.2

create_clock -name clk0 -period $clk_period [get_ports {clk}]

set non_clock_inputs [all_inputs -no_clocks]
set_input_delay [expr $clk_period * $clk_io_pct] -clock clk0 $non_clock_inputs
set_output_delay [expr $clk_period * $clk_io_pct] -clock clk0 [all_outputs]
==> flow/config.mk <==
export PLATFORM = sky130hd
export DESIGN_NAME = stopWatch
export DESIGN_NICKNAME = stopWatch
export VERILOG_FILES = /design/flow/design.v
export SDC_FILE = /design/flow/constraint.sdc
export NUM_CORES = 4
export LEC_CHECK = 1
export CORE_UTILIZATION = 30
==> flow/run.sh <==
#!/bin/bash
# OpenROAD 26Q1-2900-gdf79404cd8, Yosys 0.63+post, stock flow scripts
make -C /OpenROAD-flow-scripts/flow DESIGN_CONFIG=/design/flow/config.mk WORK_HOME=/design/flow/orfs finish
==> summary.txt <==
From the run reports.

- The flow ran to the end, and the final reports show no timing, DRC or antenna violations.
- The unique cell type count in the Yosys netlist reads 64.
- The net switching fraction of the power reads 20.70%.
- The beginning of the worst hold path reads setClk.twohz_clk_temp.
- The shortest clock period the worst path allows after layout reads 2.256 ns.
- The beginning of the critical path is setClk.twohz_count[11].
- STA lists the maximum fanout along the critical path as 5.
- Post-CTS repair changed the size of 0 cells.
- The count of endpoints without a timing constraint is 73.
- The final routed wire length divided by cell count is 11.41 microns.
- The total leakage power reads 4.551 nW.
- The relative contribution of the clock network to total power is 54.8%.
- The slew at the pin with the worst max-slew slack is 0.7803 ns.
- The total power divided by cell area reads 288.4 nW/um^2.
- The endpoint arrival time on the critical path is 2.59 ns.
- The post-layout period usage of the worst path is 53.71%.
- STA classifies the critical path startpoint as a flip-flop.
- The final hold slack is 0.4654 ns.
- The floorplan has 62 rows.
- Per the detailed-route log, wirelength across all metal layers totals 15260 microns.
- The net switching component of the power reads 0.0006069 W.
- The average footprint of a synthesized cell is 9.730 sq um.
- The class of the worst hold path is reg -> reg.
- The count of buffers inserted at the top-level ports reads 15.
- STA classifies the critical path endpoint as a flip-flop.
- The met3 demand-to-capacity share in global routing reads 2.005%.
- The largest net degree at the start of global routing is 133.
- Sequential cells burn 43.6% of the power.
- For this block, the initial DRC count from the detailed router was 241.
- The number of top-level design ports is 16.
- Setup repair after global routing left no endpoint under its margin.
- The worst slack at placement is 1.948 ns.
- The clock tree from TritonCTS reads yes.
- The post-route DRC violation count is 0.
- The most congested layer reported by global routing is met1.
- The met1 global-route usage is 17.27%.
- The yosys cell count is 917.
- Buffers inserted during clock tree synthesis total 17.
- The proportion of layout cells with a drive suffix above 1 is 5.352%.
- The number of standard cells after synthesis reads 917.
- The number of hold violations in the final report reads 0.
- The number of enable-type register cells in the synthesized netlist reads 9.
- The peak clock frequency supported by timing is 443.3 MHz.
- The number of vias per cell reads 4.588.
- The global routing usage summed across all routing layers is 10.83%.
- The synthesized area reads 8922 sq um.
- The worst-case max-slew headroom was logged as 47.55%.
- The clock latency of the later-clocked register in the worst-skew pair reads 0.42 ns.
- The final sum of negative setup slack is 0 ns.
- Measured along the x axis, the die boundary spans 174.5 microns.
- The peak supply drop reads 0.2198 mV.
- The routability congestion estimate from global placement reads 0.8150.
- The global-route met2 utilization is 16.33%.
- The synthesis report lists the Yosys warning total as 5.
- Antenna repair during routing inserted a diode count of 0.
- The clock root buffer reads clkbuf_16.
- Post-synthesis, Yosys gives the total cell area as 8922 sq um.
- The largest buffer count on any clock path reads 2.
- The final setup violation count is 0.
- In this run the remaining antenna-violating nets after routing total 0.
- The count of unclocked register or latch pins reads 53.
- The floorplan-stage core utilization is 30.75%.
- The cell-internal power reads 0.002324 W.
- The first-pass GRT wire length reads 27330 microns.
- The number of detailed-routing iterations run before antenna repair is 5.
- In this run the critical register-to-register path is launched from setClk.twohz_count[11].
- The HPWL reported at the end of detailed placement is 10350 microns.
- The post-CTS setup-driven buffer insertion count is 0.
- The number of register bits inferred by synthesis reads 185.
- The final number of max-transition violations is 0.
- The via count of the first global-routing pass reads 5783.
- The category of the most critical setup path is reg -> reg.
- The chip height reads 174.5 microns.
- The total overflow reported by the global router is 0.
- The clock-pin slew of the registers on the worst-case setup and hold paths is 0.06 ns.
- In the post-route analysis, the smallest setup slack over all paths is 1.944 ns.
- The max-capacitance violation count reads 0.
- The async set-or-reset flop fraction in the synthesized netlist is 77.84%.
- The count of filler cells inserted in the layout is 2877.
- The H-tree generated during clock tree synthesis spans 4 levels.
- The logic gate share of total power reads 1.6%.
- Across all layers, the routed design uses 6134 vias.
- The total die area is 30430 sq um.
- The data required time of the worst path reads 4.54 ns.
- In the layout the commonest cells are dfrtp_1 (144), nor2_1 (117), nand2_1 (79).
- The dominant register cell in the synthesized netlist is dfrtp_1.
- The core box area reads 29010 sq um.
- For this design, the CTS-stage hold fixing added 0 buffers.
- By instance count after routing, the leading logic cell type is dfrtp_1.
- In this run the layout overhead on the synthesized area is reported as 13.90%.
- The total power draw reads 0.002931 W.
- The tool warning count reads 41.
- The number of antenna violations at the first check in global routing is 0.
- The clock tree skew after final layout is 0.01049 ns.
[worst max-delay path, stage by stage, from the launching register on]
cell and delay [ns]:
dfrtp_1 0.41, and4_1 0.29, nand4_1 0.14, nor4_1 0.61, nand3_1 0.32, nor3_1 0.25, xor2_1 0.16
[cell usage after synthesis, drive strengths merged, types with 4 or more instances]
cell	instances	area share (%)
nand3	59	3.3
nor2	117	4.9
o22ai	6	0.42
nor4	15	1.2
xnor2	62	6.2
o22a	8	0.79
xor2	67	6.6
nand2	79	3.3
mux2i	11	1.2
o21ai	36	2.0
a31oi	6	0.59
ha	25	3.5
clkbuf	19	0.80
nand2b	8	0.56
edfxtp	9	3.0
nand3b	5	0.42
nand4	29	2.0
dfxtp	4	0.90
and4	8	0.79
dlxtn	28	4.7
a21oi	31	1.7
or3	7	0.49
and2	6	0.42
nor4b	6	0.59
inv	28	1.2
nor3	14	0.79
dfrtp	144	40
and3	25	1.8
buf	9	0.79
nor2b	7	0.49
[logic make-up after synthesis]
group,synth area share [%]
simple gates,22.49
flops,44.31
xor+xnor,12.75
compound gates,7.390
buf+inv,2.763
fa+ha+maj,4.179
latches,4.712
mux,1.360
other cells,0.04203
[sequential cells by signal (all words and copies together) (netlist names), 6 cells and up]
| register | count |
|---|---|
| ones_minute.segment_temp | 7 |
| setClk.blinkhz_count | 32 |
| display.seg_temp | 7 |
| setClk.fasthz_count | 32 |
| tens_second.segment_temp | 7 |
| ones_second.segment_temp | 7 |
| setClk.onehz_count | 32 |
| counter.seconds_temp | 6 |
| tens_minute.segment_temp | 7 |
| setClk.twohz_count | 32 |
| counter.minutes_temp | 6 |
[worst paths after layout]
check                           cells after the start                  endpoint  slack [ns]
max in group asynchronous                           3  setClk.blinkhz_count[10]        2.51
worst max register to register                      6    setClk.twohz_count[31]        1.94
min in group asynchronous                           2    setClk.onehz_count[26]        0.73
worst max-delay path                                6    setClk.twohz_count[31]        1.94
worst min register to register                      1     setClk.twohz_clk_temp        0.47
worst min-delay path                                1     setClk.twohz_clk_temp        0.47
[power groups by stage]
stage | logic [W] | registers (W) | clock network, W
4_1_cts | 0.0000499 | 0.00128 | 0.00165
6_report | 0.0000463 | 0.00128 | 0.00161
5_1_grt | 0.0000558 | 0.00128 | 0.00171
[stage by stage]
step | utilization, % | instances | cell area, sq um
after global routing | 35.03 | 1337 | 10160
after global placement | 32.79 | 1305 | 9513
final | 35.03 | 1337 | 10160
after CTS | 35.03 | 1337 | 10160
after floorplan | - | 930 | 8975
after detailed placement | 32.79 | 1305 | 9513
[per-layer routing]
metal  up-vias  wire (microns)
li1       3199               -
met1      2855            8048
met2        73            6691
met3         7             424
met4         0              93
met5         -               0
[layout make-up]
cell class	count	area [sq um]	share of cell area, %
clock buffer	19	452.9	4.457
inverter	28	108.9	1.071
multi-input combinational	689	4357	42.87
clock inverter	13	196.4	1.933
tap	384	480.5	4.728
sequential	185	4374	43.04
timing repair buffer	19	192.7	1.896
Power figures rest on the tool's default switching activity, not on a simulated workload.
